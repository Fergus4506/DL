--- flow/config.mk ---
export PLATFORM = sky130hd
export DESIGN_NAME = BCD_adder
export DESIGN_NICKNAME = BCD_adder
export VERILOG_FILES = /design/flow/design.v
export SDC_FILE = /design/flow/constraint.sdc
export NUM_CORES = 4
export LEC_CHECK = 1
export CORE_AREA = 10 10 70 70
export DIE_AREA = 0 0 80 80
--- flow/constraint.sdc ---
current_design BCD_adder

set clk_period 4.0
set clk_io_pct 0.2

create_clock -name clk0 -period $clk_period

set non_clock_inputs [all_inputs -no_clocks]
set_input_delay [expr $clk_period * $clk_io_pct] -clock clk0 $non_clock_inputs
set_output_delay [expr $clk_period * $clk_io_pct] -clock clk0 [all_outputs]
--- flow/design.v ---
module half_adder (S, C, x, y);
  output 	S, C;
  input	x, y;
  xor (S, x, y);
  and (C, x, y);
endmodule
module full_adder (S, C, x, y, z);
  output 	S, C;
  input	x, y, z;
  wire	S1, C1, C2;
  half_adder HA1 (S1, C1, x, y);
  half_adder HA2 (S, C2, S1, z);
  or G1 (C, C2, C1);
endmodule
module ripple_carry_4_bit_adder ( S, C4, A, B, C0);
  output [3: 0] 	S;
  output	C4;
  input [3: 0]	A, B;
  input		C0;
  wire 		C1, C2, C3;	 
  full_adder	
	FA0 ( S[0], C1, A[0], B[0], C0),
	FA1 ( S[1], C2, A[1], B[1], C1),
	FA2 ( S[2], C3, A[2], B[2], C2), 
	FA3 ( S[3], C4, A[3], B[3], C3);
endmodule
module Mul_4x3(
    input [2:0] A,
    input [3:0] B,
    output [6:0] C
    );
    wire [2:0] X1;
    wire [3:0] X2;
    wire [3:0] Y1;
    wire [3:0] Y2;
    and G1(C[0],B[0],A[0]);
    and G2(X1[0],B[1],A[0]);
    and G3(X1[1],B[2],A[0]);
    and G4(X1[2],B[3],A[0]);
    and G5(X2[0],B[0],A[1]);
    and G6(X2[1],B[1],A[1]);
    and G7(X2[2],B[2],A[1]);
    and G8(X2[3],B[3],A[1]);
    and G9(Y2[0],B[0],A[2]);
    and G10(Y2[1],B[1],A[2]);
    and G11(Y2[2],B[2],A[2]);
    and G12(Y2[3],B[3],A[2]);
    ripple_carry_4_bit_adder Adder1(
        .S({Y1[2],Y1[1],Y1[0],C[1]}),
        .C4(Y1[3]),
        .A({0,X1[2],X1[1],X1[0]}),
        .B(X2),
        .C0(0)
    );
    ripple_carry_4_bit_adder Adder2(
        .S({C[5],C[4],C[3],C[2]}),
        .C4(C[6]),
        .A(Y1),
        .B(Y2),
        .C0(0)
    );
endmodule
module BCD_adder(
    input [3:0] A,
    input [3:0] B,
    input C0,
    output [3:0] S,
    output C_out
    );
	wire [3:0] Z;
	wire K, X, Y;
	ripple_carry_4_bit_adder Adder1(
			.S(Z),
			.C4(K),
			.A(A), 
			.B(B), 
			.C0(C0)
			);	
	and G1(X,Z[3],Z[2]);
	and G2(Y,Z[3],Z[1]);	 
	or  G3( C_out,X,Y,K);
	ripple_carry_4_bit_adder Adder2(
			.S(S),
			.C4( ),
			.A({1'b0,C_out,C_out,1'b0}), 
			.B(Z), 
			.C0(0)
			);
endmodule
--- flow/run.sh ---
#!/bin/bash
# OpenROAD 26Q1-2900-gdf79404cd8, Yosys 0.63+post, stock flow scripts
make -C /OpenROAD-flow-scripts/flow DESIGN_CONFIG=/design/flow/config.mk WORK_HOME=/design/flow/orfs finish
==> changes_impl.md <==
## Implementation

- Headroom to the max-slew limit: 92.0%
- HP Class: input pin to output pin
- Vias/cell: 1.94
- Finished layout cell area: 378 sq um
- Largest net degree at the start of global routing: 3
- Min cycle time layout: 4050 ps
- OpenROAD warning count: 34
- Violated checks: setup timing
- Mapped cell area: 193 sq um
- Share of layout cells above drive strength 1: 45.5%
- Arrival @ worst endpoint: 3250 ps
- Final Slew Violations: 0
- Syn Inst Count: 21
- CP max FO: 2
- CP required: 3200 ps
- Outcome: finished, violations left
- Die Height: 80 microns
- First-pass GRT wire length: 869 microns
- Storage cell area: 0 sq um
- Antenna violations before repair: 0
- Postcts setup bufs: 0
- Port Buf Inserts: 14
- Most area-hungry cell type in the Yosys netlist: fa_1
- Leakage Power: 0.165 nW
- Final Hold Vio Count: 0
- Setup WS pre-CTS: -902 ps
- Final setup TNS: -89.0 ps
- Row Count: 21
- Total GRT Usage: 1.70%
- Synth Seq Share: 0%
- Die W: 80 microns
- Synthesis area per yosys: 193 sq um
- Top cell type by instance count after synthesis: inv_1
- RSZ-0062 raised after global routing: yes
- Cell Type Count: 7
- Worst hold path endpoint: S[0]
- ANT cells: 0
- Final Core Density: 11.1%
- Crit. End Element: output pin
- Die area: 6400 sq um
- Registers: 0
- Area leader share: 51.9%
- DRC viols: 0
- I/O Pins: 14
- DP HPWL: 516 microns
- Setup CP Type: input pin to output pin
- Drt total wl: 513 microns
- Worst Setup SP: A[1]
- Maxcap violations: 0
- Area growth syn-to-layout: 96.1%
- Setup crit start kind: input pin
- Power Total: 0.0000687 W
- Drt pass-1 iters: 2
- Placed Area: 383 sq um
- Core ar.: 3420 sq um
- VDD IR max: 0.0000386 V
- Fin crit share: 101%
- Final setup violation count: 2
- Initial drt markers: 1
- Hold depth: 3
- Logic area: 145 sq um
- Clkbuf count: 0
- Fmax: 247 MHz
- Total grt overflow: 0
- Slew @ Worst Pin: 120 ps
- Main area contributors: fa_1 (52%), buf_4 (16%), inv_1 (16%), ha_1 (6.5%), xor2_1 (4.5%)
- Setup WS post-layout: -54.3 ps
- P per Cell Area: 182 nW/um^2
- Number of global-route vias before repair: 185
- Vias post-DR: 153
- Init Core Util: 5.64%
- Worst Min Path Start: C0
- Synth Area per Inst: 9.18 sq um
- Top cells by count: inv_1 (8), fa_1 (5), buf_4 (4)
- Final ANT Viol Nets: 0
- WL per Instance: 6.49 microns
- Number of fill cells in the layout: 403
- Hold-fix buffers, CTS: 0
- Ys cells: 21
- Synthesis Warnings: 1
- Final Wtd Congestion: 0.664
per-layer routing:
layer	share of wire, %	global-route usage, %
met5	0	0
met2	38	2.33
met3	19	1.36
met4	0	0
met1	42	2.15
area by class of cell:
cell class | instances | area share (%)
inverter | 8 | 7.95
multi-input combinational | 9 | 38.4
timing repair buffer | 16 | 38.4
tap | 46 | 15.2
placed cells by master, fill, tap and decap left out, types with 2 or more instances in the layout:
| master | count |
|---|---|
| clkdlybuf4s50_1 | 6 |
| inv_1 | 5 |
| inv_2 | 3 |
| buf_6 | 3 |
| buf_4 | 2 |
| dlygate4sd2_1 | 3 |
| buf_2 | 2 |
| fa_2 | 4 |
what timing repair did:
action | in CTS | in global routing
resized | 29 | 0
pin swaps | 8 | 7
setup endpoints to repair | 4 | 2
worst max path at each step:
stage	slack (ps)	endpoint	cells after the start
4_1_cts	-120	S[3]	12
5_1_grt	-170	S[3]	12
6_report	-50	S[2]	10
logic make-up (layout without fill, tap and decap cells):
group                    Yosys count  after routing  synth area share [%]
buffers and inverters             12             24                  31.2
adder cells (fa/ha/maj)            6              6                  58.4
AND-OR/OR-AND                      1              1                  3.90
XOR/XNOR                           1              1                  4.55
AND/OR/NAND/NOR                    1              1                  1.95
worst max-delay path: stages:
cell and delay, ps:
dlygate4sd2_1 210, inv_2 40, fa_2 380, fa_2 340, inv_2 60, fa_1 420, a21o_1 210, ha_2 170
fa_2 510, buf_2 90
power breakdown:
group          leakage (nW)  total [W]  internal, W  switching, W
Combinational         0.165  0.0000687    0.0000434     0.0000253
Sequential                0          0            0             0
Clock                     0          0            0             0
stage by stage:
step / std cells / hold slack, ps
3_3_place_gp: 79 / 2690
4_1_cts: 79 / 2310
5_1_grt: 79 / 2340
3_5_place_dp: 79 / 2690
6_report: 79 / 2300
2_1_floorplan: 21 / 1810
Power is estimated from default activity; no workload was simulated.
