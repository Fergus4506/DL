**flow/design.v**
```verilog
module half_adder (S, C, x, y);
  output 	S, C;
  input	x, y;
  xor (S, x, y);
  and (C, x, y);
endmodule
module full_adder (S, C, x, y, z);
  output 	S, C;
  input	x, y, z;
  wire	S1, C1, C2;
  half_adder HA1 (S1, C1, x, y);
  half_adder HA2 (S, C2, S1, z);
  or G1 (C, C2, C1);
endmodule
module ripple_carry_4_bit_adder ( S, C4, A, B, C0);
  output [3: 0] 	S;
  output	C4;
  input [3: 0]	A, B;
  input		C0;
  wire 		C1, C2, C3;	 
  full_adder	
	FA0 ( S[0], C1, A[0], B[0], C0),
	FA1 ( S[1], C2, A[1], B[1], C1),
	FA2 ( S[2], C3, A[2], B[2], C2), 
	FA3 ( S[3], C4, A[3], B[3], C3);
endmodule
module Mul_4x3(
    input [2:0] A,
    input [3:0] B,
    output [6:0] C
    );
    wire [2:0] X1;
    wire [3:0] X2;
    wire [3:0] Y1;
    wire [3:0] Y2;
    and G1(C[0],B[0],A[0]);
    and G2(X1[0],B[1],A[0]);
    and G3(X1[1],B[2],A[0]);
    and G4(X1[2],B[3],A[0]);
    and G5(X2[0],B[0],A[1]);
    and G6(X2[1],B[1],A[1]);
    and G7(X2[2],B[2],A[1]);
    and G8(X2[3],B[3],A[1]);
    and G9(Y2[0],B[0],A[2]);
    and G10(Y2[1],B[1],A[2]);
    and G11(Y2[2],B[2],A[2]);
    and G12(Y2[3],B[3],A[2]);
    ripple_carry_4_bit_adder Adder1(
        .S({Y1[2],Y1[1],Y1[0],C[1]}),
        .C4(Y1[3]),
        .A({0,X1[2],X1[1],X1[0]}),
        .B(X2),
        .C0(0)
    );
    ripple_carry_4_bit_adder Adder2(
        .S({C[5],C[4],C[3],C[2]}),
        .C4(C[6]),
        .A(Y1),
        .B(Y2),
        .C0(0)
    );
endmodule
```
**flow/run.sh**
```bash
#!/bin/bash
# OpenROAD 26Q1-2900-gdf79404cd8, Yosys 0.63+post, stock flow scripts
make -C /OpenROAD-flow-scripts/flow DESIGN_CONFIG=/design/flow/config.mk WORK_HOME=/design/flow/orfs finish
```
**flow/config.mk**
```make
export PLATFORM = sky130hd
export DESIGN_NAME = Mul_4x3
export DESIGN_NICKNAME = Mul_4x3
export VERILOG_FILES = /design/flow/design.v
export SDC_FILE = /design/flow/constraint.sdc
export NUM_CORES = 4
export LEC_CHECK = 1
export CORE_AREA = 10 10 70 70
export DIE_AREA = 0 0 80 80
```
**flow/constraint.sdc**
```tcl
current_design Mul_4x3

set clk_period 3.7
set clk_io_pct 0.2

create_clock -name clk0 -period $clk_period

set non_clock_inputs [all_inputs -no_clocks]
set_input_delay [expr $clk_period * $clk_io_pct] -clock clk0 $non_clock_inputs
set_output_delay [expr $clk_period * $clk_io_pct] -clock clk0 [all_outputs]
```
==> GITHUB_STEP_SUMMARY <==
### Flow metrics

| Metric | Value |
|---|---|
| Initial antenna violation count | 0 |
| DP HPWL | slightly above 600 um |
| Setup CP Type | input port to primary output |
| Via/cell ratio | between 2 and 2.5 |
| Final Slew Violations | 0 |
| # fillers | between 300 and 400 |
| Endpoint type of the worst setup path | primary output |
| Antenna diodes | 0 |
| RSZ-0062 raised after global routing | true |
| Final WS setup | -0.157 ns |
| Routed vias | ~220 |
| Cycle use final | 1.04 |
| Gate Area | approximately 240 sq um |
| # clk buffers | 0 |
| Worst Path Arrival | roughly 3.1 ns |
| Drt drc | 0 |
| Max Freq | about 260 MHz |
| Vias in the first global route | 252 |
| Post-layout instance area | 464 sq um |
| Register area share after synthesis | 0 |
| Critical path startpoint | A[1] |
| Cell variety after synth | 6 |
| Placed cell areas | around 450 sq um |
| Min-delay worst type | input port to primary output |
| Num ports | 14 |
| Die height | roughly 80 um |
| GR Util met2 | 0.0369 |
| Yosys Instances | 33 |
| Met1 Use GR | 0.0248 |
| Met3 Use GR | 0.00795 |
| Wire length of the first global-routing pass | 1.15 mm |
| Gr usage total | 0.0209 |
| Status | finished with violations |
| Row cnt | 21 |
| Mapped Cells | 33 |
| Total die area | around 6400 sq um |
| Congestion Overflow GR | 0 |
| Rel. slew slack | 0.933 |
| Leak | approximately 0.2 nW |
| Largest net degree at the start of global routing | 5 |
| I/O Buffers | 14 |
| YS chip area | 277 sq um |
| Setup bufs post-CTS | 0 |
| Detailed-router iteration count before antenna repair | 2 |
| Final hold viol count | 0 |
| Ys Warns | 3 |
| Critical Path End | C[5] |
| Flop count | 0 |
| Sum of negative setup slack | -0.157 ns |
| Die W | 80 um |
| RD Place Congestion | just over 0.7 |
| Setup violations, final | 1 |
| WL per Instance | between 7 and 8 um |
| Pwr dens | between 100 and 150 nW/um^2 |
| Layout cell share with drive strength beyond 1 | 0.524 |
| VDD IR max | around 0.012 mV |
| Max-cap viol count | 0 |
| Failing checks | setup timing |
| Syn-to-layout area delta | 67.9% |
| Startpoint types | input port |
| Min cycle time layout | 3.86 ns |
| Sequential Area | 0 sq um |
| Mean Syn Cell Area | approximately 8.4 sq um |
| First DRT Iteration DRCs | 14 |
| Worst Path Max Fanout | 4 |
| Tool Warnings | 35 |
| Busiest grt layer | met2 |
| Post-Syn Area | 277 sq um |
| Core Util at FP | 0.0810 |
| Worst-Margin Slew | between 0.1 and 0.15 ns |
| Post-route ant nets | 0 |
| CORE AREA | around 3400 sq um |
| Final WL | 657 um |
| WP data required | roughly 3.0 ns |
## metrics by stage
stage | instances | utilization | total power [W] | hold WS, ns | setup WS, ns
floorplan | 33 | - | 0.0000300 | 1.55 | -0.00619
detailed placement | 88 | 0.131 | 0.0000523 | 2.49 | -0.998
global placement | 88 | 0.131 | 0.0000524 | 2.50 | -0.988
global route | 88 | 0.136 | 0.0000586 | 2.04 | -0.251
finish | 88 | 0.136 | 0.0000507 | 2.02 | -0.157
CTS | 88 | 0.136 | 0.0000524 | 2.10 | -0.295
## how the worst min path moves through the flow
stage / start / to / slack [ns] / cells after the start
after CTS: B[2] / C[4] / 2.10 / 4
after global routing: B[2] / C[4] / 2.04 / 4
final: B[2] / C[4] / 2.02 / 4
## synthesized netlist by cell type (all sizes together)
cell | number | area (sq um)
and2 | 9 | 56.3
buf | 6 | 45.0
fa | 5 | 100
ha | 3 | 37.5
inv | 7 | 26.3
nand2 | 3 | 11.3
## worst max-delay path, stage by stage
cell and delay (ns):
buf_8 0.08, and2_4 0.14, ha_4 0.12, fa_2 0.18
inv_2 0.04, fa_1 0.48, inv_2 0.04, fa_2 0.33
fa_2 0.35, inv_2 0.06, fa_2 0.42, inv_1 0.06
buf_2 0.08
## placed cells by master (no fill, tap or decap)
master,count
buf_6,1
clkdlybuf4s50_1,5
ha_4,1
and2_1,6
buf_4,1
inv_1,3
nand2_1,3
and2_4,3
inv_2,4
buf_2,4
ha_2,1
fa_2,4
fa_1,1
dlygate4sd2_1,1
buf_8,3
ha_1,1
## power breakdown
group | switching, W | internal [W] | leakage [nW]
Combinational | 0.0000171 | 0.0000336 | 0.201
Sequential | 0 | 0 | 0
Clock | 0 | 0 | 0
Total | 0.0000171 | 0.0000336 | 0.201
## layout make-up
type	count	area share
inverters	7	0.0566
multi-input cells	20	0.512
well taps	46	0.124
repair buffers	15	0.307
## cells by family (layout without fill, tap and decap cells)
| kind of cell | Yosys count | after routing | synth area share |
|---|---|---|---|
| buffers and inverters | 13 | 22 | 0.258 |
| and+or+nand+nor | 12 | 12 | 0.244 |
| adders and majority gates | 8 | 8 | 0.498 |
## layer usage
metal / vias to the layer above / share of wire
met5: - / 0
met4: 0 / 0
met3: 0 / 0.11
met2: 6 / 0.51
met1: 102 / 0.38
li1: 107 / -
## what timing repair did
action                                  CTS  global route
endpoints found under the setup margin    4             3
pin swaps                                 9             6
gates resized                            43             4
hold buffers                              0             0
Power and IR drop assume default switching activity.
