$ cat /design/flow/run.sh
#!/bin/bash
# OpenROAD 26Q1-2900-gdf79404cd8, Yosys 0.63+post, stock flow scripts
make -C /OpenROAD-flow-scripts/flow DESIGN_CONFIG=/design/flow/config.mk WORK_HOME=/design/flow/orfs finish
$ cat /design/flow/config.mk
export PLATFORM = sky130hd
export DESIGN_NAME = top_shift
export DESIGN_NICKNAME = top_shift
export VERILOG_FILES = /design/flow/design.v
export SDC_FILE = /design/flow/constraint.sdc
export NUM_CORES = 4
export LEC_CHECK = 1
export CORE_UTILIZATION = 30
$ cat /design/flow/constraint.sdc
current_design top_shift

set clk_period 4.9
set clk_io_pct 0.2

create_clock -name clk0 -period $clk_period [get_ports {CLK}]

set non_clock_inputs [all_inputs -no_clocks]
set_input_delay [expr $clk_period * $clk_io_pct] -clock clk0 $non_clock_inputs
set_output_delay [expr $clk_period * $clk_io_pct] -clock clk0 [all_outputs]
$ cat /design/flow/design.v
module Shift_Register_4_beh (		
  output reg	[3: 0]	A_par,	 
  input		[3: 0]	I_par,	 
  input			s1, s0,	 
  			MSB_in, LSB_in,		 
  			CLK, Clear_b		 
);
  always @ (posedge CLK, negedge Clear_b)
    if (~Clear_b) A_par <= 4'b0000;
    else
      case ({s1, s0})
        2'b00: A_par <= A_par;				 
        2'b01: A_par <= {MSB_in, A_par[3: 1]};	 
        2'b10: A_par <= {A_par[2: 0], LSB_in};	 
        2'b11: A_par <= I_par;			 
      endcase
endmodule
module top_shift(
    output [3: 0]	A_par,
    input	[3: 0] I_par,
    input	s1, s0,	
	MSB_in, LSB_in,
  	CLK, Clear_b
    );
    wire clk_1Hz;
    wire clear_not;
    assign clear_not = ~Clear_b;
    Shift_Register_4_beh Shift(
		.A_par(A_par),
		.I_par(I_par),
		.s1(s1),
		.s0(s0),
		.MSB_in(MSB_in),
		.LSB_in(LSB_in),
  		.CLK(clk_1Hz),
		.Clear_b(clear_not)
		);
    Freq_gen Gen(
                .clk_1Hz(clk_1Hz),
                .clock(CLK),
                .reset(clear_not)
            );  
endmodule
module Freq_gen(
    input clock,
    input reset,
    output clk_1Hz
    );
    reg [26:0] counter = 27'd0;
    reg mhz = 1'b0;
    always@(posedge clock, negedge reset)
    if(reset == 0)
        begin
            mhz <= 1'b0;
            counter <= 27'd0;
        end
    else
        begin
            counter <= counter + 1'b1;
            if(counter >= 27'd99999999)
	           counter <= 27'd0;
            else if(counter >= 27'd50000000)
                mhz <= 1'b1;
            else
                mhz <= 1'b0;
        end 
    assign clk_1Hz =  mhz;
endmodule
==> load_flow_metrics.sql <==
-- physical implementation figures
INSERT INTO impl_metrics (metric_group, metric, value, unit) VALUES
('run_status', 'outcome', 'finished clean', ''),
('clock_tree', 'clkLatencyLatePin', '0.27', 'ns'),
('synth', 'ys_seq_share', '0.456', ''),
('pwr', 'p_per_area', '193', 'mW/mm^2'),
('floorplanning', 'core_area', '0.00557', 'sq mm'),
('floorplanning', 'dieArea', '0.00617', 'sq mm'),
('timing', 'grt_setup_unrepaired', 'false', ''),
('final_layout', 'syn2layout_area_growth', '15.3', '%'),
('setup_path', 'worst-path-buf-inv', '1', ''),
('floorplanning', 'die_w', '78.6', 'um'),
('placed_design', 'post-dp-hpwl', '2390', 'um'),
('pwr', 'total_power', '0.391', 'mW'),
('synth', 'flop_cell', 'dfrtp_1', ''),
('synth', 'netlist_instances', '175', ''),
('timing', 'unclocked_pins', '4', ''),
('global_routing', 'grt_max_degree', '33', ''),
('setup_path', 'cp-end-kind', 'flop', ''),
('drt', 'antenna_cells', '0', ''),
('setup_path', 'timing.critical_path.max_delay_family', 'AND-OR/OR-AND gates', ''),
('drt', 'route.detailed.vias_per_inst', '5.24', ''),
('min_path', 'min-delay-path-class', 'reg2reg', ''),
('clock_tree', 'cts-htree-levels', '1', ''),
('floorplanning', 'num_io_pins', '14', ''),
('setup_path', 'worst_ep_required_time', '5.05', 'ns'),
('drt', 'finalWirelength', '3420', 'um'),
('final_layout', 'instances_no_fill', '260', ''),
('setup_path', 'cp_slowest_cell', 'a311oi_4', ''),
('flow_run', 'openroad.warnings', '27', ''),
('timing', 'fin_crit_sh', '0.446', ''),
('synth', 'ys_cells', '175', ''),
('setup_path', 'setup.worst_path.start_class', 'flop', ''),
('placed_design', 'post-place-ws', '2.74', 'ns'),
('global_routing', 'first_pass_grt_wire_length', '6350', 'um'),
('timing', 'timing.final.ws_setup', '2.71', 'ns'),
('floorplanning', 'die_h', '78.6', 'um'),
('floorplanning', 'core_util_floorplan', '0.315', ''),
('synth', 'yosys-stat-area', '0.00176', 'sq mm'),
('setup_path', 'crit_type', 'reg2reg', ''),
('clock_tree', 'number_of_setup_buffers_added_after_cts', '0', ''),
('drt', 'drt.antenna.violating_nets', '0', ''),
('synth', 'synth.cell_area', '0.00176', 'sq mm'),
('synth', 'post_synth.cell_area_avg', '10.0', 'sq um'),
('drt', 'route.detailed.wl_per_inst', '13.2', 'um'),
('synth', 'edf_count', '0', ''),
('timing', 'fmax', '0.457', 'GHz'),
('final_layout', 'final_core_util', '0.364', ''),
('setup_path', 'cp_data_arrival_time', '2.34', 'ns'),
('setup_path', 'ordered_cell_list_for_the_critical_path', 'ha_1 > and2_1 > o2111ai_1 > a311oi_4 > buf_4 > a221oi_1', ''),
('placed_design', 'placedCellCount', '256', ''),
('drt', 'drt-initial-drc-count', '87', ''),
('final_layout', 'layout-drive-gt1-share', '0.0798', ''),
('flow_run', 'max_cap_violations', '0', ''),
('synth', 'synthDistinctLibCells', '35', ''),
('global_routing', 'grt_overflow_total', '0', ''),
('clock_tree', 'clock_path_buffers', '2', ''),
('drt', 'detail_route.drc_violations', '0', ''),
('clock_tree', 'holdBufCountCts', '0', ''),
('placed_design', 'detailed_place.area', '0.00197', 'sq mm'),
('timing', 'worst_pin_slew', '0.482', 'ns'),
('clock_tree', 'cts_buffers', '3', ''),
('global_routing', 'first_global_vias', '1358', ''),
('timing', 'fin_clk_skew', '0.00480', 'ns'),
('timing', 'setup_violations', '0', ''),
('synth', 'ys_ff', '32', ''),
('timing', 'untimed_endpoints', '8', ''),
('drt', 'vias', '1362', ''),
('timing', 'final_hold_violation_count', '0', ''),
('clock_tree', 'clk_pin_slew', '0.10', 'ns'),
('clock_tree', 'cts_tree', 'done', ''),
('floorplanning', 'core.rowCount', '27', ''),
('final_layout', 'post-route-cell-area', '0.00203', 'sq mm');
-- registers in the layout, summed over array words and instances (netlist names) --
register,flops
Gen.counter,27
Gen.mhz,1
Shift.A_par,4
-- cells in the final DEF, fill, tap and decap left out, types with 2 or more instances in the layout --
cell type / Yosys / routed
nand4_1: 5 / 5
and4_1: 6 / 6
or3_1: 8 / 8
xnor2_1: 9 / 9
or4_4: 2 / 2
nor3_1: 2 / 2
o21ai_0: 8 / 8
buf_4: 0 / 2
xor2_1: 4 / 4
or4_1: 5 / 5
nor4_1: 4 / 4
clkdlybuf4s50_1: 0 / 13
nand2_1: 9 / 9
inv_1: 8 / 8
a221oi_1: 2 / 2
o31ai_1: 4 / 4
a21oi_1: 13 / 13
and3_1: 3 / 3
clkbuf_8: 0 / 4
nor2_1: 16 / 16
nand3_1: 12 / 12
mux4_2: 4 / 4
ha_1: 2 / 2
dfrtp_1: 32 / 32
-- cell usage after synthesis (2+ instances only) --
cell type	number	area share
o31ai_1	4	0.017
nor4_1	4	0.014
nor2_1	16	0.034
dfrtp_1	32	0.46
or4_4	2	0.013
a21oi_1	13	0.037
xnor2_1	9	0.045
nor3_1	2	0.0057
clkbuf_1	3	0.0064
and4_1	6	0.030
ha_1	2	0.014
buf_2	2	0.0057
mux4_2	4	0.051
a221oi_1	2	0.010
nand4_1	5	0.018
or4_1	5	0.021
nand2_1	9	0.019
o21ai_0	8	0.023
and3_1	3	0.011
or3_1	8	0.028
inv_1	8	0.017
nand3_1	12	0.034
xor2_1	4	0.020
-- cell families (layout without fill, tap and decap cells) --
group           count (synthesis)  after routing  share of synthesized area
fa+ha+maj                       2              2                     0.0142
compound gates                 34             34                      0.125
buf+inv                        14             27                     0.0356
flops                          32             32                      0.456
xor+xnor                       13             13                     0.0648
mux                             4              4                     0.0512
simple gates                   76             76                      0.253
-- path summary, 6_finish.rpt --
kind	start	end	slack [ns]	cells past startpoint
max in group asynchronous	Clear_b	Gen.counter[5]	3.52	3
min in group asynchronous	Clear_b	Gen.counter[17]	1.09	3
hold reg to reg	Gen.counter[0]	Gen.counter[0]	0.55	1
setup / recovery	Gen.counter[0]	Gen.mhz	2.71	6
setup reg to reg	Gen.counter[0]	Gen.mhz	2.71	6
hold / removal	Gen.counter[0]	Gen.counter[0]	0.55	1
-- per-layer routing --
metal  GRT usage  share of wire  vias to the layer above
met5           0              0                        -
li1            -              -                      683
met3      0.0201          0.037                        2
met4      0.0167         0.0094                        0
met1       0.197           0.50                      657
met2       0.204           0.45                       20
-- power by group --
group	switching, mW	internal [mW]
Clock	0.0699	0.0719
Sequential	0	0.231
Combinational	0.00789	0.0102
-- final cells by class --
class / count / area [sq um]
repair buffers: 15 / 145
clock buffers: 4 / 55.1
inverters: 8 / 30.0
flip-flops and latches: 32 / 801
fillers: 554 / 3550
well taps: 72 / 90.1
multi-input cells: 129 / 906
Power and IR drop assume default switching activity.
